==> flow/constraint.sdc <==
current_design reg_set

set clk_period 1.0
set clk_io_pct 0.2

create_clock -name clk0 -period $clk_period [get_ports {clk}]

set non_clock_inputs [all_inputs -no_clocks]
set_input_delay [expr $clk_period * $clk_io_pct] -clock clk0 $non_clock_inputs
set_output_delay [expr $clk_period * $clk_io_pct] -clock clk0 [all_outputs]
==> flow/design.v <==
`timescale 1ns / 1ps
module reg_set(Q1,Q2,D1,D2,clk,rst);
input [7:0] D1,D2;
input clk,rst;
output reg [7:0] Q1,Q2;
always @(posedge clk)
if(rst)
begin 
Q1 <=0;
Q2 <=0;
end 
else 
begin
Q1<=D1;
Q2<=D2;
end 
endmodule
==> flow/config.mk <==
export PLATFORM = sky130hd
export DESIGN_NAME = reg_set
export DESIGN_NICKNAME = reg_set
export VERILOG_FILES = /design/flow/design.v
export SDC_FILE = /design/flow/constraint.sdc
export NUM_CORES = 4
export LEC_CHECK = 1
export CORE_AREA = 10 10 70 70
export DIE_AREA = 0 0 80 80
==> flow/run.sh <==
#!/bin/bash
# OpenROAD 26Q1-2900-gdf79404cd8, Yosys 0.63+post, stock flow scripts
make -C /OpenROAD-flow-scripts/flow DESIGN_CONFIG=/design/flow/config.mk WORK_HOME=/design/flow/orfs finish
==> results.yml <==
# implementation run metrics
yosys:
  post_synth_inst_count: 33
  yosysUniqueCellTypes: 5
  synthesis.area_per_instance_um2: 14.1
  synth_seq_share_pct: 69.0
  yosys_stat_cell_total: 33
  synth.yosys.chip_area_um2: 464
  registers_synthesis: 16
  netlist_area_um2: 464
  yosysWarningCount: 1
  synth_largest_type_area_fraction_pct: 69.0
  post_synth_main_area_contributors: "sky130_fd_sc_hd__dfxtp_1 (69%), sky130_fd_sc_hd__nor2b_2 (13%), sky130_fd_sc_hd__and2b_2 (11%)"
  synth_top_cell_by_area: "sky130_fd_sc_hd__dfxtp_1"
flow_run:
  max_cap_viol_count: 0
  openroad.warnings: 25
route:
  drt_iter0_drc: 2
  postRouteWirelength_mm: 1.24
  drt_pass1_iterations: 2
  drt-wirelength-per-cell_um: 10.6
  via_count: 344
  drc: 0
  antennaDiodeCount: 0
  route.detailed.vias_per_inst: 2.94
  route.antenna.remaining_nets: 0
die:
  floorplan.core_area_um2: 3420
  boundaryPins: 34
  core_util_floorplan_pct: 13.6
  dieWidth_um: 80
  number_of_core_rows: 21
  chip_area_um2: 6400
  die-height_um: 80
grt:
  grt_pass1_vias: 385
  pin_count_of_the_biggest_net_entering_global_routing: 10
  grt_pass1_wl_mm: 1.84
  antenna_found_initial: 0
  global_route.overflow_total: 0
  track_usage_pct: 3.77
place:
  gp_routability_congestion: 0.679
  place_area_um2: 868
  total_instance_count_after_detailed_placement: 113
  numPortBuffers: 33
hold_path:
  number_of_stages_on_the_worst_hold_path: 2
  worstHoldEndpoint: "Q1[6]$_SDFF_PP0_"
  hold_class: "in -> reg"
  min_from: "D1[6]"
sta:
  finalHoldViolCount: 0
  post-route-min-period_ns: 0.902
  fmax_mhz: 1110
  final_min_period_over_clock_period_pct: 90.2
  finalSetupViolCount: 0
  max_slew_headroom_pct: 82.0
  totalNegativeSetupSlack_ns: 0
  slew_viol_final: 0
  unrepaired_setup_endpoints_after_global_routing: "false"
  max_slew.worst_pin.slew_ns: 0.270
setup_path:
  cp.buffers_inverters: 1
  path_max_fanout: 1
  worst_ep_required_time_ns: 0.80
  critical_path_depth: 1
  worst_setup_path_start_kind: "flop"
  worst_path_slowest_cell: "sky130_fd_sc_hd__dfxtp_2"
  critical_path_start_end_classification: "reg -> out"
  timing.critical_path.max_delay_family: "flip-flops"
  crit_path_start: "Q2[7]$_SDFF_PP0_"
  slowest_delay_ns: 0.32
  critical_path.cell_chain: "buf_2"
  cp_data_arrival_time_ns: 0.70
  critical_path.endpoint_type: "primary output"
cts:
  worst_setup_hold_path_clk_slew_ns: 0.08
  cts_max_level: 1
  cts_tree: "yes"
  clk_path_buf_depth: 2
  cts_made_buffers: 3
  clk_root_buffer_cell: "sky130_fd_sc_hd__clkbuf_4"
  cts_num_sinks: 16
finish:
  area_growth_pct: 79.5
  final_layout_top_logic_cell: "sky130_fd_sc_hd__clkdlybuf4s50_1"
  layout.area.comb_um2: 133
  final_design_area_no_fill_um2: 833
  final_cell_count_no_fill: 117
  mostFrequentLayoutCells: "sky130_fd_sc_hd__clkdlybuf4s50_1 (17), sky130_fd_sc_hd__clkbuf_2 (14), sky130_fd_sc_hd__dfxtp_1 (9)"
  nFillCells: 385
  final_layout_size_suffix_gt1_share_pct: 59.2
  regArea_um2: 329
pwr:
  worst_ir_drop_on_vdd_mv: 0.560
  power.density_nw_per_um2: 1470
  p_leak_nw: 0.367
run_status:
  status: "finished, final reports clean"
==> metrics by stage <==
step | util [%] | total power [W] | setup slack (ns) | hold WS, ns
after global routing | 24.4 | 0.00130 | 0.0538 | 0.466
after CTS | 26.4 | 0.00126 | 0.000151 | 0.470
after floorplan | - | 0.000724 | 0.504 | 0.328
final | 24.4 | 0.00122 | 0.0978 | 0.477
after detailed placement | 25.4 | 0.000876 | -0.194 | 0.770
after global placement | 25.4 | 0.000875 | -0.164 | 0.773
==> flip-flops by register name, summed over array words and instances (netlist names) <==
| signal | cells |
|---|---|
| Q1 | 8 |
| Q2 | 8 |
==> kinds of logic after synthesis <==
| family | share of synthesized area, % |
|---|---|
| buf+inv | 2.43 |
| flops | 69.0 |
| simple gates | 28.6 |
==> layout make-up <==
type	count	share of cell area (%)
clock buffer	4	4.35
multi-input combinational	16	15.9
sequential	16	39.5
tap	46	6.91
timing repair buffer	35	33.3
==> metal layers <==
metal  GRT usage (%)  share of wire (%)  vias up
li1                -                  -      173
met1            3.29                 35      148
met2            6.90                 49       23
met3            3.07                 15        0
met4               0                  0        0
met5               0                  0        -
==> synthesized netlist by cell type (all sizes together) <==
cell and instances:
and2b 6, dfxtp 16, buf 1, nor2b 10
==> repair_timing <==
| action | CTS | global route |
|---|---|---|
| buffers inserted | 0 | 0 |
| gates resized | 35 | 21 |
| endpoints found under the setup margin | 16 | 15 |
| hold buffers | 0 | 0 |
| hold endpoints to repair | 0 | 0 |
==> worst max path at each step <==
stage,end
finish,Q2[7]
global route,Q2[7]
CTS,Q2[0]
==> where the power goes <==
part	internal, W	leakage, nW	switching (W)
Sequential	0.000673	0.135	0.00000740
Clock	0.000221	0.0210	0.000177
Combinational	0.000112	0.211	0.0000326
No activity file was given, so power comes from the tool's default toggle rates.
